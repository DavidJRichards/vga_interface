--- run.sh ---
#!/bin/bash
# OpenROAD 26Q1-2900-gdf79404cd8, Yosys 0.63+post, stock flow scripts
make -C /OpenROAD-flow-scripts/flow DESIGN_CONFIG=/design/flow/config.mk WORK_HOME=/design/flow/orfs finish
--- config.mk ---
export PLATFORM = sky130hd
export DESIGN_NAME = ps2_keyboard_to_ascii
export DESIGN_NICKNAME = ps2_keyboard_to_ascii
export VERILOG_FILES = /design/flow/design.v
export SDC_FILE = /design/flow/constraint.sdc
export NUM_CORES = 4
export LEC_CHECK = 1
export CORE_UTILIZATION = 50
--- constraint.sdc ---
current_design ps2_keyboard_to_ascii

set clk_period 5.0
set clk_io_pct 0.2

create_clock -name clk0 -period $clk_period [get_ports {clk}]

set non_clock_inputs [all_inputs -no_clocks]
set_input_delay [expr $clk_period * $clk_io_pct] -clock clk0 $non_clock_inputs
set_output_delay [expr $clk_period * $clk_io_pct] -clock clk0 [all_outputs]
--- design.v ---
module debounce
#(
    parameter COUNTER_SIZE = 19  
)
(
    input wire clk,     
    input wire button,  
    output reg result   
);
    reg [1:0] flipflops;                    
    wire counter_set;                       
    reg [COUNTER_SIZE-1:0] counter_out = 0;   
    assign counter_set = flipflops[0] ^ flipflops[1];          
    always @(posedge clk) begin
        flipflops[0] <= button;
        flipflops[1] <= flipflops[0];
        if((counter_set == 1'b 1)) begin                           
            counter_out <= {COUNTER_SIZE{1'b0}};
        end
        else if(counter_out[COUNTER_SIZE-1] == 1'b0) begin           
            counter_out <= counter_out + 1;
        end
        else begin                                                 
            result <= flipflops[1]; 
        end
    end
endmodule
module ps2_keyboard
  #(
     parameter integer clk_freq = 50000000,               
     parameter integer debounce_counter_size = 8          
   )
   (
     input wire clk,                              
     input wire ps2_clk,                          
     input wire ps2_data,                         
     output reg ps2_code_new,                     
     output reg [7:0] ps2_code                  
   );
  localparam count_idle_max = clk_freq/18_000;
  reg [1:0] sync_ffs;                
  reg ps2_clk_int;                   
  reg ps2_data_int;                  
  reg [10:0] ps2_word;               
  wire error;                         
  reg [$clog2(count_idle_max)-1:0]  count_idle;  
  always @(posedge clk)
  begin          
    sync_ffs[0] <= ps2_clk;            
    sync_ffs[1] <= ps2_data;           
  end
  debounce
    #(
      .COUNTER_SIZE(debounce_counter_size)    
    ) debounce1
    (
      .clk(clk),
      .button(sync_ffs[0]),
      .result(ps2_clk_int)
    );
  debounce
    #(
      .COUNTER_SIZE(debounce_counter_size)    
    ) debounce2
    (
      .clk(clk),
      .button(sync_ffs[1]),
      .result(ps2_data_int)
    );
  always @ (negedge ps2_clk_int)
  begin  
    ps2_word <= {ps2_data_int, ps2_word[10 : 1]};    
  end
  assign error = ! ((!ps2_word[0]) && ps2_word[10] && (ps2_word[9] ^ ps2_word[8] ^
                    ps2_word[7] ^ ps2_word[6] ^ ps2_word[5] ^ ps2_word[4] ^ ps2_word[3] ^
                    ps2_word[2] ^ ps2_word[1]));
  always @ (posedge clk)
  begin          
    if (ps2_clk_int == 0)                          
      count_idle <= 0;                            
    else if(count_idle != count_idle_max
            - 1)   
      count_idle <= count_idle + 1;             
    if (count_idle == count_idle_max - 1 && error == 0)
    begin   
      ps2_code_new <= 1;                                    
      ps2_code <= ps2_word[8 : 1];                       
    end
    else
    begin                                                   
      ps2_code_new <= 0;                                    
    end
  end
endmodule
module ps2_keyboard_to_ascii
  #(
     parameter integer clk_freq = 50000000,               
     parameter integer ps2_debounce_counter_size = 8          
   )
   (
     input wire clk,                              
     input wire ps2_clk,                          
     input wire ps2_data,                         
     output reg ascii_new,                        
     output reg key_pressed,                      
     output reg [7:0] ascii_code                  
   );
  enum {ready, new_code, translate, output_s} state;
  wire ps2_code_new;                              
  wire [7:0] ps2_code;                            
  reg prev_ps2_code_new = 1;                       
  reg do_break          = 0;                       
  reg e0_code           = 0;                       
  reg caps_lock         = 0;                       
  reg control_r         = 0;                       
  reg control_l         = 0;                       
  reg shift_r           = 0;                       
  reg shift_l           = 0;                       
  reg [7:0] ascii       = 8'hff;                   
  ps2_keyboard
    #(
      .clk_freq(clk_freq),
      .debounce_counter_size(ps2_debounce_counter_size)
    ) ps2_keyboard_0
    (
      .clk(clk),
      .ps2_clk(ps2_clk),
      .ps2_data(ps2_data),
      .ps2_code_new(ps2_code_new),
      .ps2_code(ps2_code)
    );
  always @ (posedge clk)
  begin
    prev_ps2_code_new <= ps2_code_new;  
    case (state)
      ready:    
      begin
        if (prev_ps2_code_new == 0 && ps2_code_new == 1)
        begin  
          ascii_new <= 0;                                        
          state <= new_code;                                       
        end
        else
        begin                                                     
          ascii_new <= 0;                                        
          state <= ready;                                          
        end
      end
      new_code:    
      begin
        if (ps2_code == 8'hF0)
        begin     
          do_break <= 1;                 
          state <= ready;               
        end
        else if (ps2_code == 8'hE0)
        begin  
          e0_code <= 1;               
          state <= ready;               
        end
        else
        begin                          
          ascii[7] <= 1;              
          state <= translate;           
        end
      end
      translate:    
      begin
        case (ps2_code)   
          8'h58 :                    
            if (do_break == 0)             
              caps_lock <= !caps_lock;      
          8'h14 :                    
            if (e0_code == 1)            
              control_r <= !do_break;          
            else                             
              control_l <= !do_break;          
          8'h12 :                    
            shift_l <= !do_break;            
          8'h59 :                    
            shift_r <= !do_break;            
        endcase
        if (control_l == 1 || control_r == 1)
        begin
          case (ps2_code)
            8'h1E :
              ascii <= 8'h00;  
            8'h1C :
              ascii <= 8'h01;  
            8'h32 :
              ascii <= 8'h02;  
            8'h21 :
              ascii <= 8'h03;  
            8'h23 :
              ascii <= 8'h04;  
            8'h24 :
              ascii <= 8'h05;  
            8'h2B :
              ascii <= 8'h06;  
            8'h34 :
              ascii <= 8'h07;  
            8'h33 :
              ascii <= 8'h08;  
            8'h43 :
              ascii <= 8'h09;  
            8'h3B :
              ascii <= 8'h0A;  
            8'h42 :
              ascii <= 8'h0B;  
            8'h4B :
              ascii <= 8'h0C;  
            8'h3A :
              ascii <= 8'h0D;  
            8'h31 :
              ascii <= 8'h0E;  
            8'h44 :
              ascii <= 8'h0F;  
            8'h4D :
              ascii <= 8'h10;  
            8'h15 :
              ascii <= 8'h11;  
            8'h2D :
              ascii <= 8'h12;  
            8'h1B :
              ascii <= 8'h13;  
            8'h2C :
              ascii <= 8'h14;  
            8'h3C :
              ascii <= 8'h15;  
            8'h2A :
              ascii <= 8'h16;  
            8'h1D :
              ascii <= 8'h17;  
            8'h22 :
              ascii <= 8'h18;  
            8'h35 :
              ascii <= 8'h19;  
            8'h1A :
              ascii <= 8'h1A;  
            8'h54 :
              ascii <= 8'h1B;  
            8'h5D :
              ascii <= 8'h1C;  
            8'h5B :
              ascii <= 8'h1D;  
            8'h36 :
              ascii <= 8'h1E;  
            8'h4E :
              ascii <= 8'h1F;  
            8'h4A :
              ascii <= 8'h7F;  
          endcase
        end
        else
        begin  
          case (ps2_code)
            8'h29 :
              ascii <= 8'h20;  
            8'h66 :
              ascii <= 8'h08;  
            8'h0D :
              ascii <= 8'h09;  
            8'h5A :
              ascii <= 8'h0D;  
            8'h76 :
              ascii <= 8'h1B;  
            8'h71 :
              if (e0_code == 1)        
                ascii <= 8'h7F;              
          endcase
          if ((shift_r == 0 && shift_l == 0 && caps_lock == 0) ||
              ((shift_r == 1 || shift_l == 1) && caps_lock == 1))
          begin   
            case (ps2_code)
              8'h1C :
                ascii <= 8'h61;  
              8'h32 :
                ascii <= 8'h62;  
              8'h21 :
                ascii <= 8'h63;  
              8'h23 :
                ascii <= 8'h64;  
              8'h24 :
                ascii <= 8'h65;  
              8'h2B :
                ascii <= 8'h66;  
              8'h34 :
                ascii <= 8'h67;  
              8'h33 :
                ascii <= 8'h68;  
              8'h43 :
                ascii <= 8'h69;  
              8'h3B :
                ascii <= 8'h6A;  
              8'h42 :
                ascii <= 8'h6B;  
              8'h4B :
                ascii <= 8'h6C;  
              8'h3A :
                ascii <= 8'h6D;  
              8'h31 :
                ascii <= 8'h6E;  
              8'h44 :
                ascii <= 8'h6F;  
              8'h4D :
                ascii <= 8'h70;  
              8'h15 :
                ascii <= 8'h71;  
              8'h2D :
                ascii <= 8'h72;  
              8'h1B :
                ascii <= 8'h73;  
              8'h2C :
                ascii <= 8'h74;  
              8'h3C :
                ascii <= 8'h75;  
              8'h2A :
                ascii <= 8'h76;  
              8'h1D :
                ascii <= 8'h77;  
              8'h22 :
                ascii <= 8'h78;  
              8'h35 :
                ascii <= 8'h79;  
              8'h1A :
                ascii <= 8'h7A;  
            endcase
          end
          else
          begin                                      
            case (ps2_code)
              8'h1C :
                ascii <= 8'h41;  
              8'h32 :
                ascii <= 8'h42;  
              8'h21 :
                ascii <= 8'h43;  
              8'h23 :
                ascii <= 8'h44;  
              8'h24 :
                ascii <= 8'h45;  
              8'h2B :
                ascii <= 8'h46;  
              8'h34 :
                ascii <= 8'h47;  
              8'h33 :
                ascii <= 8'h48;  
              8'h43 :
                ascii <= 8'h49;  
              8'h3B :
                ascii <= 8'h4A;  
              8'h42 :
                ascii <= 8'h4B;  
              8'h4B :
                ascii <= 8'h4C;  
              8'h3A :
                ascii <= 8'h4D;  
              8'h31 :
                ascii <= 8'h4E;  
              8'h44 :
                ascii <= 8'h4F;  
              8'h4D :
                ascii <= 8'h50;  
              8'h15 :
                ascii <= 8'h51;  
              8'h2D :
                ascii <= 8'h52;  
              8'h1B :
                ascii <= 8'h53;  
              8'h2C :
                ascii <= 8'h54;  
              8'h3C :
                ascii <= 8'h55;  
              8'h2A :
                ascii <= 8'h56;  
              8'h1D :
                ascii <= 8'h57;  
              8'h22 :
                ascii <= 8'h58;  
              8'h35 :
                ascii <= 8'h59;  
              8'h1A :
                ascii <= 8'h5A;  
            endcase
          end
          if (shift_l == 1 || shift_r == 1)
          begin   
            case (ps2_code)
              8'h16 :
                ascii <= 8'h21;  
              8'h52 :
                ascii <= 8'h22;  
              8'h26 :
                ascii <= 8'h23;  
              8'h25 :
                ascii <= 8'h24;  
              8'h2E :
                ascii <= 8'h25;  
              8'h3D :
                ascii <= 8'h26;  
              8'h46 :
                ascii <= 8'h28;  
              8'h45 :
                ascii <= 8'h29;  
              8'h3E :
                ascii <= 8'h2A;  
              8'h55 :
                ascii <= 8'h2B;  
              8'h4C :
                ascii <= 8'h3A;  
              8'h41 :
                ascii <= 8'h3C;  
              8'h49 :
                ascii <= 8'h3E;  
              8'h4A :
                ascii <= 8'h3F;  
              8'h1E :
                ascii <= 8'h40;  
              8'h36 :
                ascii <= 8'h5E;  
              8'h4E :
                ascii <= 8'h5F;  
              8'h54 :
                ascii <= 8'h7B;  
              8'h5D :
                ascii <= 8'h7C;  
              8'h5B :
                ascii <= 8'h7D;  
              8'h0E :
                ascii <= 8'h7E;  
            endcase
          end
          else
          begin                                      
            case (ps2_code)
              8'h45 :
                ascii <= 8'h30;  
              8'h16 :
                ascii <= 8'h31;  
              8'h1E :
                ascii <= 8'h32;  
              8'h26 :
                ascii <= 8'h33;  
              8'h25 :
                ascii <= 8'h34;  
              8'h2E :
                ascii <= 8'h35;  
              8'h36 :
                ascii <= 8'h36;  
              8'h3D :
                ascii <= 8'h37;  
              8'h3E :
                ascii <= 8'h38;  
              8'h46 :
                ascii <= 8'h39;  
              8'h52 :
                ascii <= 8'h27;  
              8'h41 :
                ascii <= 8'h2C;  
              8'h4E :
                ascii <= 8'h2D;  
              8'h49 :
                ascii <= 8'h2E;  
              8'h4A :
                ascii <= 8'h2F;  
              8'h4C :
                ascii <= 8'h3B;  
              8'h55 :
                ascii <= 8'h3D;  
              8'h54 :
                ascii <= 8'h5B;  
              8'h5D :
                ascii <= 8'h5C;  
              8'h5B :
                ascii <= 8'h5D;  
              8'h0E :
                ascii <= 8'h60;  
            endcase
          end
        end
        state <= output_s;       
      end  
      output_s:    
      begin
        if (ascii[7] == 0)
        begin             
          ascii_new <= 1;                   
          ascii_code <= ascii[7:0];    
        end
        state <= ready;                     
        key_pressed <= !do_break;
        do_break <= 0;     
        e0_code <= 0;   
      end
    endcase
  end
endmodule
==> run summary <==
Implementation progress

STA classifies the critical path endpoint as a register. The number of gates resized after CTS was 0. The worst setup path is launched from a register. Global routing consumed, over all layers together, 26.5% of the routing resources.

The path class of the tightest hold or removal check is reg2reg. The overflow left after global routing stands at 0. Post-synthesis, Yosys gives the total cell area as 4860 sq um. Per the OpenROAD floorplan log, the area of the die is 10,100 sq um. The OpenROAD warning count stands at 26. For this design the total switching power over the nets is 0.263 mW.

In the final report, the number of pins over their slew limit comes to 0. The number of design rule violations left after detail routing stands at 0. The post-route cell area stands at 5190 sq um. The script extracted a total leakage power of 1.82 nW. Routability-driven placement finished with a final weighted congestion of 1.02. The run finished with clean final reports.

The number of post-CTS setup repair buffers stands at 0. For flop-to-flop paths, the worst setup slack is 1700 ps. The count of buffers added on input and output ports is 11. The OpenROAD report gives the critical path a data arrival time of 3400 ps. Summed over all layers, the routed wires come to 12,300 um. In this run the remaining antenna-violating nets after routing total 0. Using the TritonRoute via totals, the vias-per-cell ratio works out to 6.17. In the hold report, the worst path ends at ps2_keyboard_0.debounce1.flipflops[0]. The later-pin clock latency in the skew report stands at 340 ps. STA shows the worst reg2reg path with a cell count of 7.

TritonCTS built the clock tree. Before antenna repair, the detailed router went through 5 iterations. Note, the detailed placer reported a final HPWL of 8950 um.

In this run the standard cell core region covers 9330 sq um. Setup repair after global routing left no endpoint under its margin. Overall power consumption after layout is estimated at 1.13 mW. STA puts the critical path data required time at 5100 ps. The number of global-route vias before repair stands at 3,737.

The post-layout minimum cycle time stands at 3300 ps. The total power density per cell area stands at 218 nW/um^2. The starting density of the core stands at 52.2%. The signed area change from the synthesized netlist to the final layout stands at 6.79%. CTS placed an instance of sky130_fd_sc_hd__clkbuf_8 at the clock tree root. The diode insertion count for antenna repair stands at 0. The largest voltage drop on the vdd net stands at 0.163 mV. The critical path is of the reg2reg type. In the Yosys report, the sequential cells make up 42.0% of the chip area. The endpoint identified for the worst register-to-register timing path is ascii[2]. The number of placement rows stands at 35. CTS added clock buffers totalling 9.

The launch point of the worst register-to-register path is recorded as ps2_keyboard_0.ps2_code[5]. The clock network accounts for 40.5% of the total power. Entering global routing, the biggest net connects 39 pins. The first routing iteration left 294 violations. Post-synth the commonest register cell is sky130_fd_sc_hd__dfxtp_1. At the pin with the least slew margin, the transition time is 831 ps. For reference, the final report shows the hold violation count at 0. Yosys shows that the main logic family after synthesis is simple AND/OR/NAND/NOR gates. The number of standard cells reported by yosys stands at 518. The number of stages on the worst hold path stands at 0.

Looking at the power breakdown, sequential logic takes 57.2% of the total. Summing all multiplexer cells gives an area fraction of 1.03%. The count of endpoints without a timing constraint stands at 19. The simple logic cell fraction of the synthesized area stands at 26.5%. According to the I/O placement log, the pin count is 13. The design internal power stands at 0.870 mW. The share of flip-flops with an asynchronous set or reset after synthesis stands at 0%. The peak clock frequency supported by timing stands at 303 MHz. The maximum root-to-sink buffer count stands at 2. Per the cell usage report, the commonest logic cells after layout are 58 x sky130_fd_sc_hd__nor2_1, 51 x sky130_fd_sc_hd__dfxtp_1, 34 x sky130_fd_sc_hd__edfxtp_1. The share of the cycle needed by the critical path after routing stands at 66.0%. Buffers inserted to repair hold after CTS numbered 0. The number of register pins that no clock reaches stands at 11. The die is 101 um tall. The post-route netlist has 10.3% of its cells at a drive strength greater than 1.

The H-tree generated during clock tree synthesis spans 3 levels. The final timing report lists clock skew as 15.9 ps. After synthesis, the mean cell area works out to 9.39 sq um. The routed layout has 4,017 vias.

The number of flops mapped to enable cells by yosys stands at 34. STA lists the startpoint of the worst hold path as ps2_keyboard_0.sync_ffs[0]. Looking at the power breakdown, combinational cells take 2.2% of the total. The unique cell type count in the Yosys netlist stands at 85. The number of warning messages in the yosys log stands at 3. Summing the areas of all xor and xnor instances in the mapped netlist gives 5.94% of the synthesized area.

Per the timing report, the biggest fanout along the worst path comes to 22. The clock slew seen by the registers of the worst setup and hold paths stands at 90 ps. Per the synthesis report, the AND-OR/OR-AND share of the synthesized area is 18.0%. The post-synthesis instance area stands at 4860 sq um.

The post-detailed-placement cell area stands at 4990 sq um. The register bit count reported by yosys stands at 85. The initial antenna violation count stands at 0. The adder-cell area share of the yosys netlist stands at 1.03%.

The accumulated negative setup slack stands at 0 ps. By instance count after routing, the leading logic cell type is sky130_fd_sc_hd__nor2_1. The max-slew check reports its worst relative slack as 44.1%.

The horizontal extent of the die stands at 101 um. The switching share of power stands at 23.2%. The final report lists the setup-violating endpoint count as 0.

The number of standard cells after synthesis stands at 518. The max capacitance violation total stands at 0. For reference, the critical path is launched at ps2_keyboard_0.ps2_code[5].

The first global-routing pass estimated 19,600 um of wire. The wire length per cell stands at 18.9 um.
stage by stage:
stage | hold WS, ps | util [%] | instances | worst slack, ps
after floorplan | 310 | - | 518 | 2480
after global routing | 353 | 55.7 | 651 | 1500
after global placement | 318 | 53.5 | 635 | 1790
after detailed placement | 316 | 53.5 | 635 | 1770
after CTS | 339 | 55.7 | 651 | 1740
final | 336 | 55.7 | 651 | 1700
area by class of cell:
class,instances,area [sq um]
timing repair buffer,19,170
clock buffer,10,149
tap,129,161
inverter,17,63.8
fill,825,4130
sequential,85,2040
multi-input combinational,385,2560
clock inverter,6,52.6
flip-flops by register name, summed over array words and instances (netlist names), 2 cells and up:
register                              cells
ps2_keyboard_0.debounce1.counter_out      8
ps2_keyboard_0.debounce2.counter_out      8
ps2_keyboard_0.debounce2.flipflops        2
state                                     4
ascii                                     8
ps2_keyboard_0.count_idle                12
ps2_keyboard_0.debounce1.flipflops        2
ps2_keyboard_0.sync_ffs                   2
ascii_code                                7
ps2_keyboard_0.ps2_code                   8
ps2_keyboard_0.ps2_word                  11
metal layers:
layer	global-route usage, %	wire [um]	vias to the layer above
li1	-	-	1910
met1	39.5	5260	1886
met2	39.8	5590	176
met3	4.58	796	45
met4	11.5	633	0
met5	0	0	-
cells by family after synthesis:
group,after synthesis
AND-OR/OR-AND,121
XOR/XNOR,33
adder cells (fa/ha/maj),4
buffers and inverters,48
flip-flops,85
multiplexers,5
other,1
AND/OR/NAND/NOR,221
power by group through the flow:
stage	clock network, mW	logic (mW)	registers, mW
final	0.459	0.0251	0.648
after CTS	0.477	0.0256	0.648
after global routing	0.505	0.0296	0.650
synthesized netlist by cell type, types with 5 or more instances:
| cell | count | share of area [%] |
|---|---|---|
| sky130_fd_sc_hd__nor2_1 | 58 | 4.5 |
| sky130_fd_sc_hd__dfxtp_1 | 51 | 21 |
| sky130_fd_sc_hd__edfxtp_1 | 34 | 21 |
| sky130_fd_sc_hd__nand2_1 | 33 | 2.5 |
| sky130_fd_sc_hd__a21oi_1 | 23 | 2.4 |
| sky130_fd_sc_hd__nand3_1 | 23 | 2.4 |
| sky130_fd_sc_hd__xor2_1 | 21 | 3.8 |
| sky130_fd_sc_hd__o21ai_0 | 19 | 2.0 |
| sky130_fd_sc_hd__inv_1 | 17 | 1.3 |
| sky130_fd_sc_hd__nor3_1 | 14 | 1.4 |
| sky130_fd_sc_hd__nand2b_1 | 13 | 1.7 |
| sky130_fd_sc_hd__xnor2_1 | 12 | 2.2 |
| sky130_fd_sc_hd__nor2b_1 | 10 | 1.3 |
| sky130_fd_sc_hd__buf_2 | 9 | 0.93 |
| sky130_fd_sc_hd__a31oi_1 | 8 | 1.0 |
| sky130_fd_sc_hd__nand4_1 | 8 | 1.0 |
| sky130_fd_sc_hd__a22oi_1 | 7 | 1.1 |
| sky130_fd_sc_hd__buf_6 | 7 | 1.6 |
| sky130_fd_sc_hd__clkbuf_1 | 7 | 0.54 |
| sky130_fd_sc_hd__o31ai_1 | 7 | 1.1 |
| sky130_fd_sc_hd__or3_1 | 7 | 0.90 |
| sky130_fd_sc_hd__buf_4 | 6 | 0.93 |
| sky130_fd_sc_hd__o21ai_1 | 6 | 0.62 |
| sky130_fd_sc_hd__a32oi_1 | 5 | 0.90 |
| sky130_fd_sc_hd__and3_1 | 5 | 0.64 |
| sky130_fd_sc_hd__and4bb_2 | 5 | 1.3 |
| sky130_fd_sc_hd__mux2i_1 | 5 | 1.0 |
| sky130_fd_sc_hd__or2_2 | 5 | 0.64 |
worst max path at each step:
stage | endpoint | slack, ps | depth (start not counted)
final | ascii[2] | 1700 | 7
after global routing | ascii[0] | 1500 | 5
after CTS | ascii[0] | 1740 | 5
worst max-delay path, stage by stage (launching register included):
cell and delay [ps]:
sky130_fd_sc_hd__edfxtp_1 820, sky130_fd_sc_hd__and4bb_1 620, sky130_fd_sc_hd__a22oi_1 130, sky130_fd_sc_hd__o211ai_1 270, sky130_fd_sc_hd__a311o_1 390, sky130_fd_sc_hd__or2_0 380, sky130_fd_sc_hd__o21ai_1 140, sky130_fd_sc_hd__a211o_1 320
Power figures rest on the tool's default switching activity, not on a simulated workload.
