File: /design/flow/run.sh
#!/bin/bash
# OpenROAD 26Q1-2900-gdf79404cd8, Yosys 0.63+post, stock flow scripts
make -C /OpenROAD-flow-scripts/flow DESIGN_CONFIG=/design/flow/config.mk WORK_HOME=/design/flow/orfs finish
File: /design/flow/design.v
`timescale 1ns / 1ns
module vga_timing_controller
  #(parameter BITWIDTH = 0, H_RES = 0, H_FRONT_PORCH = 0, H_SYNC_WIDTH = 0, H_BACK_PORCH = 0, V_RES = 0, V_FRONT_PORCH = 0, V_SYNC_WIDTH = 0, V_BACK_PORCH = 0, HS_PULSE_POLARITY = 0, VS_PULSE_POLARITY = 0)
   (
     input clk,
     output logic vga_hsync,
     output logic vga_vsync,
     output logic [BITWIDTH - 1:0] vga_x,
     output logic [BITWIDTH - 1:0] vga_y,
     output logic video_active
   );
  localparam H_SYNC_START = H_RES + H_FRONT_PORCH;
  localparam H_SYNC_STOP = H_SYNC_START + H_SYNC_WIDTH;
  localparam H_MAX = H_SYNC_STOP + H_BACK_PORCH;
  localparam V_SYNC_START = V_RES + V_FRONT_PORCH;
  localparam V_SYNC_STOP = V_SYNC_START + V_SYNC_WIDTH;
  localparam V_MAX = V_SYNC_STOP + V_BACK_PORCH;
  initial
  begin
    vga_x = 0;
    vga_y = 0;
  end
  always @ (posedge clk)
  begin
    if (vga_x == (H_MAX - 1))
    begin
      vga_x <= 0;
      if (vga_y == (V_MAX - 1))
        vga_y <= 0;
      else
        vga_y <= vga_y + 1;
    end
    else
      vga_x <= vga_x + 1;
  end
  assign vga_hsync = HS_PULSE_POLARITY ^ ((vga_x >= H_SYNC_START) && (vga_x < H_SYNC_STOP)) ? 1'b0 : 1'b1;
  assign vga_vsync = VS_PULSE_POLARITY ^ ((vga_y >= V_SYNC_START) && (vga_y < V_SYNC_STOP)) ? 1'b0 : 1'b1;
  assign video_active = (vga_x < H_RES) && (vga_y < V_RES);
endmodule
`timescale 1ns / 1ns
module vga_timing_controller_preset
  #(
     parameter int VIDEO_ID_CODE = 4
   )
   (
     input wire clk_pixel,
     output wire vga_hsync,
     output wire vga_vsync,
     output wire [11:0] vga_x,
     output wire [11:0] vga_y,
     output wire video_active,
     output wire [11:0] screen_width,
     output wire [11:0] screen_height
   );
  generate
    case (VIDEO_ID_CODE)
      1:
      begin
        vga_timing_controller #(12, 640, 16, 96, 48, 480, 10, 2, 33, 0, 0) vga (
          .clk(clk_pixel),
          .vga_x(vga_x),
          .vga_y(vga_y),
          .vga_hsync(vga_hsync),
          .vga_vsync(vga_vsync),
          .video_active(video_active)
        );
        assign screen_width = 640;
        assign screen_height = 480;
      end
      2:
      begin
        vga_timing_controller #(12, 800, 40, 128, 88, 600, 1, 4, 23, 1, 1) vga (
          .clk(clk_pixel),
          .vga_x(vga_x),
          .vga_y(vga_y),
          .vga_hsync(vga_hsync),
          .vga_vsync(vga_vsync),
          .video_active(video_active)
        );
        assign screen_width = 800;
        assign screen_height = 600;
      end
      3:
      begin
        vga_timing_controller #(12, 1024, 24, 136, 160, 768, 3, 6, 29, 0, 0) vga (
          .clk(clk_pixel),
          .vga_x(vga_x),
          .vga_y(vga_y),
          .vga_hsync(vga_hsync),
          .vga_vsync(vga_vsync),
          .video_active(video_active)
        );
        assign screen_width = 1024;
        assign screen_height = 768;
      end
      4:
      begin
        vga_timing_controller #(12, 1920, 88, 44, 148, 1080, 4, 5, 36, 1, 1) vga (
          .clk(clk_pixel),
          .vga_x(vga_x),
          .vga_y(vga_y),
          .vga_hsync(vga_hsync),
          .vga_vsync(vga_vsync),
          .video_active(video_active)
        );
        assign screen_width = 1920;
        assign screen_height = 1080;
      end
    endcase
  endgenerate
endmodule
File: /design/flow/constraint.sdc
current_design vga_timing_controller_preset

set clk_period 2.3
set clk_io_pct 0.2

create_clock -name clk0 -period $clk_period [get_ports {clk_pixel}]

set non_clock_inputs [all_inputs -no_clocks]
set_input_delay [expr $clk_period * $clk_io_pct] -clock clk0 $non_clock_inputs
set_output_delay [expr $clk_period * $clk_io_pct] -clock clk0 [all_outputs]
File: /design/flow/config.mk
export PLATFORM = sky130hd
export DESIGN_NAME = vga_timing_controller_preset
export DESIGN_NICKNAME = vga_timing_controller_preset
export VERILOG_FILES = /design/flow/design.v
export SDC_FILE = /design/flow/constraint.sdc
export NUM_CORES = 4
export LEC_CHECK = 1
export CORE_AREA = 10 10 92 92
export DIE_AREA = 0 0 102 102
==> impl_metrics.ini <==
; synthesis and place-and-route metrics
[logic_synthesis]
synth_seq_share = 0.4305
async_reset_ff_frac = 0
synthMostInstantiatedCell = buf_4
synth.distinct_cells = 28
largest_area_cell = edfxtp_1
common_cells = buf_4, dfxtp_1, edfxtp_1
ys.flops = 24
area_leaders = edfxtp_1, dfxtp_1, buf_4, xor2_1, ha_1
edf_count = 12
ys.flop_type = edfxtp_1
syn_area_per_cell_um2 = 9.688
ys_chip_area_um2 = 1395
netlist_area_um2 = 1395
top_cell_area_share = 0.2583
yosysCellCount = 144
synth_warnings = 1
synth_cells = 144

[global_routing]
grt_pass1_vias = 1129
antenna_found_initial = 0
grt_max_degree = 16
overflow = 0
grt_usage = 0.06290
grt_pass1_wl_um = 5395

[routing]
drt_iter0_markers = 35
drtPass1Iterations = 4
wl_met2_um = 1291
m1WireLength_um = 1566
finalWirelength_um = 3250
ant_nets = 0
drc = 0
dr_wl_met3_um = 368
dr.max_layer_used = met4
via_per_inst = 4.080
via_count = 1122
diodes = 0
wl_per_cell_um = 11.82

[finish]
postLayoutCoreUtil = 0.3005
layout-drive-gt1-share = 0.2020
finalInstanceArea_um2 = 1941
syn_to_final_growth_pct = 39.10
fill_cells = 671

[final_timing]
max_freq_mhz = 422.6
rsz0062_at_grt = yes
fin_crit_ps = 2366
slew_violations = 0
fin_crit_sh = 1.029
hold_viol_final = 0
timing.final.ws_setup_ps = -66.31
clock_skew_ps = 5.886
timing.hold.ws_ps = 474.8
final-setup-viol-count = 1

[die]
chipWidth_um = 102
boundaryPins = 52
fp_util = 0.2160
fp.dieH_um = 102
core_um2 = 6459
die-area_um2 = 10400
std_cell_rows = 29

[pwr]
total_power_w = 0.0006933
max-vdd-ir-drop_v = 0.0002419
leakage_nw = 0.8741
p_per_area_nw_per_um2 = 357.3

[run]
warnings = 29
cap_violations = 0

[clock_tree]
cts_made_buffers = 3
cts_sinks = 24
clock_latency_ps = 260
clkTransAtPathRegs_ps = 80
cts_buffer_depth = 2
h-tree-depth = 1
cts_tree = built
cts-root-buf = clkbuf_8

[min_path]
hp-class = reg -> reg

[setup_path]
crit_type = reg -> out
crit_arrival_ps = 1910
r2r_setup_slack_ps = 390
worstSetupEndpointType = output pin
critPathMaxFanout = 2
start_kind = flop
crit_required_ps = 1840

[placement]
place_area_um2 = 1853
dp_hpwl_um = 2512
port_buffers = 27
gp_congestion = 0.8354

[status]
status = finished, violations left
violations = setup timing
-- where the power goes --
part | leakage (nW) | internal [W] | switching (W) | total, W
clock network | 0.0231 | 0.000119 | 0.000128 | 0.000247
logic | 0.614 | 0 | 0.00000205 | 0.00000205
registers | 0.237 | 0.000444 | 0 | 0.000444
-- layout make-up --
class	count	area, µm²	share of cell area
well taps	77	96.34	0.04965
inverters	5	18.77	0.009671
clock buffers	3	41.29	0.02128
repair buffers	53	474.2	0.2444
clock inverters	1	3.754	0.001934
multi-input cells	112	704.4	0.3630
flip-flops and latches	24	601.8	0.3101
-- state kept, by name, summed over array words and instances (netlist names) --
signal,count
genblk1.vga.vga_x,12
genblk1.vga.vga_y,12
-- logic make-up after synthesis --
| family | count (synthesis) | share of synthesized area |
|---|---|---|
| other | 2 | 0.005383 |
| buffers and inverters | 30 | 0.1453 |
| adders and majority gates | 4 | 0.03588 |
| and+or+nand+nor | 55 | 0.2323 |
| AOI/OAI and AO/OA | 14 | 0.05650 |
| xor gates and xnor gates | 15 | 0.09417 |
| DFF | 24 | 0.4305 |
-- layer usage --
metal  global-route usage  vias up
li1                     -      570
met1              0.08885      505
met2              0.08938       43
met3              0.02863        4
met4             0.007592        0
met5                    0        -
-- through the flow --
stage | worst slack [ps] | TNS (ps) | instances
global placement | -203.9 | -305.5 | 269
CTS | -64.93 | -64.93 | 274
finish | -66.31 | -66.31 | 275
global route | -122.1 | -186.3 | 275
detailed placement | -207.4 | -316.4 | 269
floorplan | 284.4 | 0 | 166
-- path summary, 6_finish.rpt --
check             cells past startpoint                 start                    to
setup / recovery                      4  genblk1.vga.vga_y[7]             vga_vsync
hold / removal                        1  genblk1.vga.vga_x[0]  genblk1.vga.vga_x[0]
setup reg to reg                      4  genblk1.vga.vga_x[5]  genblk1.vga.vga_y[5]
hold reg to reg                       1  genblk1.vga.vga_x[0]  genblk1.vga.vga_x[0]
-- critical path, cell delays in order, from the launching register on --
cell and delay, ps:
edfxtp_1 390, or4b_4 550, or4b_1 480, a21oi_1 120
buf_2 100
-- repair_timing --
item,4_1_cts,5_1_grt
pin swaps,3,5
resized,8,6
endpoints found under the setup margin,2,3
buffers inserted,1,1
hold buffers,0,0
-- layout by cell type, fill, tap and decap left out, types with 2 or more instances in the layout --
cell	instances
nand4_1	3
buf_4	24
nand3_1	9
nor4_1	2
xor2_1	10
buf_2	2
nand2_1	8
clkdlybuf4s50_1	24
or4b_1	2
ha_1	4
dfxtp_1	11
or3_1	4
o31ai_1	2
or4b_2	2
a21oi_1	8
nor2b_1	2
clkbuf_8	3
conb_1	24
or4b_4	2
o21ai_0	3
inv_1	5
or4_1	2
nor3_1	5
xnor2_1	5
nor2_1	10
edfxtp_1	12
No activity file was given, so power comes from the tool's default toggle rates.
